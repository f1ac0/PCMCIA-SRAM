==> ./design.v <==
module pcmcia_sram(
    input _CE1,
    input _CE2,
    input _REG,
    input _OE,
    input _WE,
    input A0,
    input A21,
    inout D15,
    input DISK_RAM,  
    input RAM_SIZE,  
    output CE_HIGH,
    output CE_LOW,
    output CE_SINGLE,
    inout D15_A0,
    output _BYTE,
    input [5:1] A,
    output [7:0] D
    );
wire [4:0] addr = A[5:1];  
reg [7:0] datout;
wire CIS;
assign CE_LOW = _REG & !A21;  
assign CE_HIGH = _REG & A21 & !RAM_SIZE;  
assign CE_SINGLE = _REG & ( !A21 | !RAM_SIZE);  
assign CIS = !_REG & !_CE1 & ( !_CE2 | (_CE2 & !A0) ) & !_OE;  
assign _BYTE = 1'bZ;  
assign D15 = 1'bZ;  
assign D15_A0 = 1'bZ;  
assign D = CIS ? datout : 8'bZ;  
always @(posedge CIS) begin
   if (DISK_RAM) begin  
		case(addr)
			0 : datout <= 8'b00000001;  
			1 : datout <= 8'b00000011;  
			2 : datout <= 8'b01100100;  
			3 : datout <= RAM_SIZE ? 8'b00000110: 8'b00001110;  
			4 : datout <= 8'b11111111;  
 			5 : datout <= 8'b00010101;  
			6 : datout <= 8'b00001101;  
			7 : datout <= 8'b00000100;  
			8 : datout <= 8'b00000001;  
			9 : datout <= 8'b01000110;  
			10: datout <= 8'b01001100;  
			11: datout <= 8'b01000001;  
			12: datout <= 8'b01000011;  
			13: datout <= 8'b01001111;  
			14: datout <= 8'b00000000;  
			15: datout <= 8'b00110001;  
			16: datout <= 8'b00000000;  
			17: datout <= 8'b00000000;  
			18: datout <= 8'b11111111;  
			19: datout <= 8'b11111111;  
			20: datout <= 8'b11111111;  
			default: datout <= 8'b11111111;
		endcase
	end else begin  
		datout <= (addr<=20)? 8'b00000000 : 8'b11111111 ;
	end
end
endmodule
==> ./run.sh <==
#!/bin/bash
# OpenROAD 26Q1-2900-gdf79404cd8, Yosys 0.63+post, stock flow scripts
make -C /OpenROAD-flow-scripts/flow DESIGN_CONFIG=/design/flow/config.mk WORK_HOME=/design/flow/orfs finish
==> ./config.mk <==
export PLATFORM = sky130hd
export DESIGN_NAME = pcmcia_sram
export DESIGN_NICKNAME = pcmcia_sram
export VERILOG_FILES = /design/flow/design.v
export SDC_FILE = /design/flow/constraint.sdc
export NUM_CORES = 4
export LEC_CHECK = 1
export CORE_AREA = 10 10 79 79
export DIE_AREA = 0 0 89 89
==> ./constraint.sdc <==
current_design pcmcia_sram

set clk_period 1.0
set clk_io_pct 0.2

create_clock -name clk0 -period $clk_period

set non_clock_inputs [all_inputs -no_clocks]
set_input_delay [expr $clk_period * $clk_io_pct] -clock clk0 $non_clock_inputs
set_output_delay [expr $clk_period * $clk_io_pct] -clock clk0 [all_outputs]
==> flow_summary.json <==
{
  "outcome": "finished clean",
  "rsz0062_at_grt": "no",
  "core_mm2": 0.004661,
  "finalCriticalPeriod_ps": 936.1,
  "irDropWorstVdd_v": 0.0001361,
  "cts_setup_buffers": 0,
  "untimed_endpoints": 16,
  "num-fill-cells": 522,
  "synthCells": 79,
  "p_total_mw": 0.2506,
  "comb_area_um2": 362.8,
  "unclocked_regs": 8,
  "critPathMaxFanout": 3,
  "worstPathArrival_ps": 740,
  "warnings": 33,
  "path_class": "in2out",
  "dp_cells": 151,
  "synthArstFlopShare_pct": 0,
  "antennaDiodeCount": 0,
  "drt_iter0_drc": 83,
  "timing.final.crit_share_pct": 93.61,
  "avgRoutedWirePerCell_um": 10.36,
  "top_regs": "datout x8",
  "syn_to_final_growth_pct": 39.59,
  "avgSynthCellArea_um2": 7.681,
  "slew_headroom_pct": 59.02,
  "via_count": 582,
  "initCoreUtil_pct": 13.02,
  "top_register": "datout",
  "io_pins": 28,
  "grt_max_degree": 19,
  "yosysChipArea_um2": 606.8,
  "final_layout_size_suffix_gt1_share_pct": 10.31,
  "edf_count": 0,
  "flop_cell": "dfxtp_1",
  "finalNonFillerCells": 151,
  "grtUsageTotal_pct": 3.842,
  "gp_congestion": 0.7991,
  "drt-total-wl_mm": 1.565,
  "largest_reg_flops": 8,
  "maxCapViolCount": 0,
  "rows": 25,
  "cp-startpoint": "A21",
  "numPortBuffers": 24,
  "regArea_um2": 160.2,
  "die_w_um": 89,
  "gr-total-overflow": 0,
  "dp_hpwl_mm": 1.268,
  "die_area_mm2": 0.007921,
  "worstSetupEndpoint": "CE_HIGH",
  "viasPerCell": 3.854,
  "ys.flops": 8,
  "final_antenna_net_count": 0,
  "grt_pass1_vias": 551,
  "hold_viol_final": 0,
  "ys_types": 32,
  "ys_cells": 79,
  "grt_pass1_wl_mm": 2.539,
  "ys_seq_share_pct": 26.39,
  "p_leak_nw": 0.3339,
  "min_path_type": "in2out",
  "drc": 0,
  "syn-cell-area_um2": 606.8,
  "yosysWarnings": 5,
  "tightest_slew_ps": 612.8,
  "setup_viol": 0,
  "fmax_mhz": 1068,
  "worstPathRequired_ps": 800,
  "power.density_mw_per_mm2": 295.8,
  "start_kind": "input port",
  "die.size.y_um": 89,
  "end_kind": "output port",
  "antenna_found_initial": 0,
  "drv_slew": 0,
  "first_pass_iters": 4
}
worst max-delay path, cell delays in order:
cell             delay [ps]
clkdlybuf4s15_2         200
nand2_1                  50
nor2_1                   70
dlygate4sd2_1           210
timing repair:
item                                    4_1_cts  5_1_grt
hold buffers                                  0        0
endpoints found under the hold margin         0        0
endpoints found under the setup margin        3        2
gates resized                                13        2
pin swaps                                     2        1
cloned                                        0        0
cell type report:
class                   count  share of cell area (%)
inverters                   3                   1.625
multi-input cells          60                   42.84
flip-flops and latches      8                   18.91
well taps                  54                   7.976
repair buffers             26                   28.66
worst min-delay path by stage:
| stage | start | end | slack (ps) | depth (start not counted) |
|---|---|---|---|---|
| CTS | A21 | CE_LOW | 880 | 3 |
| global route | RAM_SIZE | CE_HIGH | 840 | 3 |
| finish | RAM_SIZE | CE_HIGH | 790 | 3 |
cells in the final DEF (no fill, tap or decap), types with 3 or more instances in the layout:
master and count:
conb_1 3, a21oi_1 7, o21ai_0 6, dfxtp_1 8, nand3_1 4, clkdlybuf4s50_1 18, nor3_1 5, nor2_1 5
dlygate4sd2_1 3, nand2_1 8
cell families (layout without fill, tap and decap cells):
group,after synthesis,in the layout,synth area share (%)
xor gates and xnor gates,1,1,1.444
DFF,8,8,26.39
and+or+nand+nor,31,31,27.63
AOI/OAI and AO/OA,24,24,26.60
muxes,1,1,1.650
other,1,3,0.6180
buffers and inverters,13,29,15.67
power breakdown:
group | internal, mW | switching (mW)
registers | 0.0200 | 0.00147
logic | 0.120 | 0.109
clock network | 0 | 0
synthesized netlist by cell type (all sizes together) (2+ instances only):
master  instances  area (um^2)
o21a            2        15.01
nor3            5        25.02
inv             3        13.77
a21oi           7        35.03
dfxtp           8        160.2
nand2           8        30.03
nor2b           2        12.51
o21ai           6        30.03
o211ai          2        15.01
nand3           4        20.02
nor2            5        18.77
nand2b          3        26.27
buf             9        73.82
routing by layer:
layer	global-route usage, %	share of wire [%]	up-vias
met3	1.928	16	0
met2	5.253	36	28
met5	0	0	-
met1	5.602	48	245
li1	-	-	309
met4	0	0	0
stage by stage:
step                      hold WS (ps)  utilization, %  TNS (ps)  instance area, um^2  worst slack, ps
after CTS                        884.7           18.42         0                858.3            17.61
after global routing             835.4           18.17         0                847.1            3.352
after global placement            1359           18.36     -1607                855.8           -575.0
after detailed placement          1353           18.36     -1628                855.8           -577.0
after floorplan                  412.9               -         0                614.3            510.8
final                            786.8           18.17         0                847.1            63.86
Power figures rest on the tool's default switching activity, not on a simulated workload.
